==> ./design.v <==
`timescale  1ps / 1ps
module dma_guard_ctrl_interface (
    input  wire ctrl_clk,
    input  wire reset,
    input  wire [31:0]              ctrl_s_axi_awaddr,
    input  wire [7:0]               ctrl_s_axi_awlen,
    input  wire [2:0]               ctrl_s_axi_awsize,
    input  wire [1:0]               ctrl_s_axi_awburst,
    input  wire                     ctrl_s_axi_awlock,
    input  wire [3:0]               ctrl_s_axi_awcache,
    input  wire [2:0]               ctrl_s_axi_awprot,
    input  wire                     ctrl_s_axi_awvalid,
    output reg                      ctrl_s_axi_awready,
    input  wire [31:0]              ctrl_s_axi_wdata,
    input  wire [15:0]              ctrl_s_axi_wstrb,
    input  wire                     ctrl_s_axi_wlast,
    input  wire                     ctrl_s_axi_wvalid,
    output reg                      ctrl_s_axi_wready,
    output reg  [1:0]               ctrl_s_axi_bresp,  
    output reg                      ctrl_s_axi_bvalid,
    input  wire                     ctrl_s_axi_bready,
    input  wire [31:0]              ctrl_s_axi_araddr,
    input  wire [7:0]               ctrl_s_axi_arlen,
    input  wire [2:0]               ctrl_s_axi_arsize,
    input  wire [1:0]               ctrl_s_axi_arburst,
    input  wire                     ctrl_s_axi_arlock,
    input  wire [3:0]               ctrl_s_axi_arcache,
    input  wire [2:0]               ctrl_s_axi_arprot,
    input  wire                     ctrl_s_axi_arvalid,
    output reg                      ctrl_s_axi_arready,
    output reg  [31:0]              ctrl_s_axi_rdata,
    output reg  [1:0]               ctrl_s_axi_rresp,  
    output reg                      ctrl_s_axi_rlast,
    output reg                      ctrl_s_axi_rvalid,
    input  wire                     ctrl_s_axi_rready,
    output reg                      ena,
    output reg  [3:0]               wea,
    output reg  [17:0]              addra,
    output reg  [31:0]              dina,
    input  wire [31:0]              douta,
    output wire [127:0]             key
);
    localparam STATE_IDLE =             4'h0;
    localparam STATE_WRITE_METADATA =   4'h1;
    localparam STATE_WRITE_KEY =        4'h2;
    localparam STATE_WRITE_LAST =       4'h3;
    localparam STATE_READ_METADATA  =   4'h4;
    localparam STATE_READ_KEY =         4'h5;
    localparam STATE_READ_KEY_LAST =    4'h6;
    localparam STATE_RESET =            4'h7;
    localparam STATE_READ_METADATA_LAST=4'h8;
    reg [4:0] state;
    reg [31:0] key_storage [0:3];
    reg key_wen;
    reg [1:0] key_addr;
    reg [31:0] key_din;
    assign key = { key_storage[3], key_storage[2], key_storage[1], key_storage[0] };
    reg [8:0] read_counter;
    initial begin
        state <= STATE_IDLE;
        ctrl_s_axi_awready <= 0;
        ctrl_s_axi_wready <= 0;
        ctrl_s_axi_bresp <= 0;
        ctrl_s_axi_bvalid <= 0;
        ctrl_s_axi_arready <= 0;
        ctrl_s_axi_rdata <= 0;
        ctrl_s_axi_rresp <= 0;
        ctrl_s_axi_rlast <= 0;
        ctrl_s_axi_rvalid <= 0;
        ena <= 1;
        wea <= 0;
        addra <= 0;
        dina <= 0;
        read_counter <= 0;
        key_wen <= 0;
        key_addr <= 0;
        key_din <= 0;
        key_storage[3] <= 32'h0f0f0f0f;
        key_storage[2] <= 32'h0e0e0e0e;
        key_storage[1] <= 32'h0d0d0d0d;
        key_storage[0] <= 32'h0c0c0c0c;
    end
    always @ (posedge ctrl_clk) begin
        if (reset) begin
            key_storage[3] <= 32'h0f0f0f0f;
            key_storage[2] <= 32'h0e0e0e0e;
            key_storage[1] <= 32'h0d0d0d0d;
            key_storage[0] <= 32'h0c0c0c0c;
        end else begin
            if (key_wen) begin
                key_storage[key_addr] <= key_din;
            end        
        end
    end
    reg [1:0] previous_read_valid;
    reg [1:0] previous_read_last;
    initial begin
        previous_read_valid <= 0;
        previous_read_last <= 0;
    end
    always @ (posedge ctrl_clk) begin
        if (reset) begin
            state <= STATE_IDLE;
            ctrl_s_axi_awready <= 0;
            ctrl_s_axi_wready <= 0;
            ctrl_s_axi_bresp <= 0;
            ctrl_s_axi_bvalid <= 0;
            ctrl_s_axi_arready <= 0;
            ctrl_s_axi_rdata <= 0;
            ctrl_s_axi_rresp <= 0;
            ctrl_s_axi_rlast <= 0;
            ctrl_s_axi_rvalid <= 0;
            ena <= 1;
            wea <= 0;
            addra <= 0;
            dina <= 0;
            key_wen <= 0;
            key_addr <= 0;
            key_din <= 0;
        end else begin
            case (state)
                STATE_IDLE: begin
                    if (ctrl_s_axi_awvalid) begin
                        ctrl_s_axi_awready <= 1;
                        if ((ctrl_s_axi_awaddr & 32'h100000) == 32'h100000) begin
                            state <= STATE_WRITE_METADATA;
                            addra <= ctrl_s_axi_awaddr[19:2] - 1;    
                        end else begin
                            state <= STATE_WRITE_KEY;
                            key_addr <= ctrl_s_axi_awaddr[3:2] - 1;  
                        end
                    end else if (ctrl_s_axi_arvalid) begin
                        ctrl_s_axi_arready <= 1;
                        read_counter <= ctrl_s_axi_arlen + 1;
                        if ((ctrl_s_axi_araddr & 32'h100000) == 32'h100000) begin
                            state <= STATE_READ_METADATA;
                            addra <= ctrl_s_axi_araddr[19:2];        
                        end else begin
                            state <= STATE_READ_KEY;
                            key_addr <= ctrl_s_axi_araddr[3:2];      
                        end
                    end else begin
                        state <= STATE_IDLE;
                    end
                end
                STATE_READ_KEY: begin
                    ctrl_s_axi_arready <= 0;
                    if (ctrl_s_axi_rready) begin
                        key_addr <= key_addr + 1;
                        ctrl_s_axi_rdata <= key_storage[key_addr];
                        ctrl_s_axi_rvalid <= 1;
                        read_counter <= read_counter - 1;
                        if (read_counter == 1) begin
                            ctrl_s_axi_rlast <= 1;
                            state <= STATE_READ_KEY_LAST;
                        end else begin
                            state <= STATE_READ_KEY;
                        end
                    end
                end
                STATE_READ_METADATA: begin
                    ctrl_s_axi_arready <= 0;
                    if (ctrl_s_axi_rready) begin
                        addra <= addra + 1;
                        previous_read_valid <= { 1'b1, previous_read_valid[1] };
                        read_counter <= read_counter - 1;
                        if (read_counter == 1) begin
                            previous_read_last <= 2'b10;
                            state <= STATE_READ_METADATA_LAST;
                        end else begin
                            state <= STATE_READ_METADATA;
                        end
                    end else begin
                        previous_read_valid <= { 1'b0, previous_read_valid[1] };
                        previous_read_last <= { 1'b0, previous_read_last[1] };
                        state <= STATE_READ_METADATA;
                    end
                    if (previous_read_valid[0]) begin
                        ctrl_s_axi_rvalid <= 1;
                        ctrl_s_axi_rdata <= douta;
                    end
                end
                STATE_READ_KEY_LAST: begin
                    ctrl_s_axi_rlast <= 0;
                    ctrl_s_axi_rvalid <= 0;
                    state <= STATE_RESET; 
                end
                STATE_READ_METADATA_LAST: begin
                    if ((previous_read_valid & 2'b10) == 2'b10) begin
                        state <= STATE_READ_METADATA_LAST;
                    end else begin
                        state <= STATE_RESET; 
                    end
                    if (previous_read_valid[0]) begin
                        ctrl_s_axi_rvalid <= 1;
                        ctrl_s_axi_rdata <= douta;
                    end
                    if (previous_read_last[0]) begin
                        ctrl_s_axi_rlast <= 1;
                    end
                    previous_read_valid <= { 1'b0, previous_read_valid[1] };
                    previous_read_last <= { 1'b0, previous_read_last[1] };
                end
                STATE_WRITE_KEY: begin
                    ctrl_s_axi_awready <= 0;
                    ctrl_s_axi_wready <= 1;
                    if (ctrl_s_axi_wvalid) begin
                        key_addr <= key_addr + 1;
                        key_wen <= 1;
                        key_din <= ctrl_s_axi_wdata;
                        if (ctrl_s_axi_wlast) begin
                            state <= STATE_WRITE_LAST;
                        end else begin
                            state <= STATE_WRITE_KEY;
                        end
                    end else begin
                        key_wen <= 0;
                        state <= STATE_WRITE_KEY;
                    end
                end
                STATE_WRITE_METADATA: begin
                    ctrl_s_axi_awready <= 0;
                    ctrl_s_axi_wready <= 1;
                    if (ctrl_s_axi_wvalid) begin
                        addra <= addra + 1;
                        wea <= 4'hf;
                        dina <= ctrl_s_axi_wdata;
                        if (ctrl_s_axi_wlast) begin
                            state <= STATE_WRITE_LAST; 
                        end else begin
                            state <= STATE_WRITE_METADATA;
                        end
                    end else begin
                        wea <= 0;
                        state <= STATE_WRITE_METADATA;
                    end
                end
                STATE_WRITE_LAST: begin
                    key_wen <= 0;
                    wea <= 0;
                    if (ctrl_s_axi_bready) begin
                        ctrl_s_axi_bvalid <= 1;
                        state <= STATE_RESET;
                    end else begin
                        state <= STATE_WRITE_LAST;
                    end
                end
                STATE_RESET: begin
                    state <= STATE_IDLE;
                    ctrl_s_axi_awready <= 0;
                    ctrl_s_axi_wready <= 0;
                    ctrl_s_axi_bresp <= 0;
                    ctrl_s_axi_bvalid <= 0;
                    ctrl_s_axi_arready <= 0;
                    ctrl_s_axi_rdata <= 0;
                    ctrl_s_axi_rresp <= 0;
                    ctrl_s_axi_rlast <= 0;
                    ctrl_s_axi_rvalid <= 0;
                    ena <= 1;
                    wea <= 0;
                    addra <= 0;
                    dina <= 0;
                    key_wen <= 0;
                    key_addr <= 0;
                    key_din <= 0;
                    read_counter <= 0;
                    previous_read_last <= 0;
                    previous_read_valid <= 0;
                end
            endcase
        end
    end
endmodule
==> ./run.sh <==
#!/bin/bash
# OpenROAD 26Q1-2900-gdf79404cd8, Yosys 0.63+post, stock flow scripts
make -C /OpenROAD-flow-scripts/flow DESIGN_CONFIG=/design/flow/config.mk WORK_HOME=/design/flow/orfs finish
==> ./config.mk <==
export PLATFORM = sky130hd
export DESIGN_NAME = dma_guard_ctrl_interface
export DESIGN_NICKNAME = dma_guard_ctrl_interface
export VERILOG_FILES = /design/flow/design.v
export SDC_FILE = /design/flow/constraint.sdc
export NUM_CORES = 4
export LEC_CHECK = 1
export CORE_UTILIZATION = 30
==> ./constraint.sdc <==
current_design dma_guard_ctrl_interface

set clk_period 10.0
set clk_io_pct 0.2

create_clock -name clk0 -period $clk_period [get_ports {ctrl_clk}]

set non_clock_inputs [all_inputs -no_clocks]
set_input_delay [expr $clk_period * $clk_io_pct] -clock clk0 $non_clock_inputs
set_output_delay [expr $clk_period * $clk_io_pct] -clock clk0 [all_outputs]
==> qor.txt <==
Synthesized area - 12400 um2
Chip area - 42100 um2
Worst Path Max Fanout - 4
Crit path arrival time - 4590 ps
R2r setup slk - 7080 ps
Final WL - 42100 um
Tool warnings - 102
HPWL after detailed placement - 30200 um
Per-cell routed wire length - 20.1 um
Layout cells sized above 1 - 0.0866
P&R area growth vs syn - 39.9%
Distinct cells, synth - 63
Number of global-route vias before repair - 10100
Die Height - 205 um
TNS Setup - 0 ps
Yosys warns - 1
Syn Inst Count - 1231
Critical path's slowest cell - or4b_2
CP Capture Type - flop
Core area - 40700 um2
First-pass GRT wire length - 61900 um
Power density cells - 224 nW/um2
Crit-path max cell delay - 670 ps
Reg-to-Reg End - key_din[29]
Fmax - 245 MHz
H-tree Lvls - 1
Clock transition at path regs - 60 ps
Max cap viols - 0
Fin crit period - 4090 ps
DRC - 0
Hold Crit Depth - 2
Worst reg2reg startpoint - state[0]
WS Path Type - primary input to flop
Worst vdd ir - 0.134 mV
Detail Route Antenna Nets - 0
Static Leak - 5.82 nW
Most frequent cells in the layout - clkdlybuf4s50_1 (336), nand2_1 (193), edfxtp_1 (141)
Clk buf depth - 3
Hold slack - 451 ps
Worst Path Buf+Inv - 2
Gr usage total - 0.206
#FFs+latches synth - 269
First drt pass iteration count - 5
CTS resizes - 0
Unrepaired setup endpoints after global routing - false
Synth Seq Share - 0.549
FF-to-FF path depth - 6
GRT met1 Usage - 0.295
Port Buf Inserts - 337
Number of enable flip-flop cells - 141
GR Util met3 - 0.0903
Relative slew slack - 0.390
Crit path cell chain - clkdlybuf4s50_1, inv_1, ha_1, or4b_2, or3_1, nor3_1, xnor2_1, a211o_1, a21oi_1
CTS sink cnt - 269
Core Util at FP - 0.304
Row count - 74
Hold path endpoint - dina[28]
Avg Inst Size Synth - 10.1 um2
Hold Startpoint - dina[28]
Max-slew violation total from the final report - 0
Main synth FF type - edfxtp_1
Total number of vias - 10300
Overall Power - 3.89 mW
Final Skew - 14.5 ps
Largest net degree at the start of global routing - 65
HP Class - flop to flop
Gpl congestion - 0.893
Final setup vio count - 0
Grt total ovfl - 0
Synth async-reset ratio - 0
Critical path's top delay family - simple AND/OR/NAND/NOR gates
Root buf cell - clkbuf_16
Clk Latency, worst-skew pair - 590 ps
Required time worst endpoint - 10500 ps
Horiz. Die Dim - 205 um
Tcrit/Tclk final - 0.409
Outcome - finished, final reports clean
Initial antenna violation count - 2
IO Count - 419
Hold Vio Cnt, Final - 0
CTS Hold Bufs - 0
Avg Vias per Cell - 4.94
CTS tree - yes
Cts bufs inserted - 31
Setup bufs post-CTS - 0
Least-Margin Pin Slew - 913 ps
Initial drt markers - 591
Yosys cell count - 1231
GR met2 Demand/Resource - 0.292
Global route hottest layer - met1
Yosys synthesis chip area - 12400 um2
Startpoint types - primary input
Most used logic cell in the final layout - clkdlybuf4s50_1
## sequential cells by signal, summed over array words and instances, names as in the netlist
name / flops
previous_read_last: 2
key_storage: 128
state: 4
dina: 32
ctrl_s_axi_rlast: 1
previous_read_valid: 2
ctrl_s_axi_awready: 1
ctrl_s_axi_bvalid: 1
ctrl_s_axi_rvalid: 1
key_din: 32
read_counter: 9
ctrl_s_axi_arready: 1
key_addr: 2
wea: 1
key_wen: 1
addra: 18
ctrl_s_axi_rdata: 32
ctrl_s_axi_wready: 1
## per-layer routing
layer  part of all wire  wire length, um
met1               0.42            17700
met4              0.034             1440
met2               0.43            18200
met5                  0                0
met3               0.11             4810
## where the power goes
part	total, mW	switching (mW)	internal [mW]
clock	1.13	0.470	0.658
sequential	1.45	0.126	1.32
combinational	1.31	0.710	0.598
total	3.89	1.31	2.58
## worst min-delay path: stages (launching register included)
cell     delay [ps]
dfxtp_1         300
nand2_1          50
a21oi_1          50
## final cells by class
type                    instances  area [um2]
well taps                     532         666
repair buffers                366        3590
clock inverters                11        85.1
inverters                      41         154
fillers                      3790       23400
multi-input cells             825        5080
flip-flops and latches        269        6800
clock buffers                  47         950
diodes                          2        5.00
## per-stage QoR
step	setup slack, ps	cells	instance area, um2	util
2_1_floorplan	6040	1234	12400	-
3_3_place_gp	5380	2033	16300	0.400
3_5_place_dp	5340	2033	16300	0.400
4_1_cts	5950	2091	17300	0.425
5_1_grt	5750	2093	17300	0.425
6_report	5910	2093	17300	0.425
## cell usage after synthesis (11+ instances only)
library cell	count	area, um2
and2_1	28	175
a211oi_1	40	300
nor2b_1	12	75.1
o22ai_1	15	93.8
xor2_1	11	96.3
xnor2_1	16	140
nand2b_1	25	156
clkbuf_1	75	282
or3_1	14	87.6
nand2_1	193	724
a21oi_1	97	485
inv_1	41	154
mux4_2	32	721
dfxtp_1	128	2560
and3_1	13	81.3
a22oi_1	36	270
nand3_1	19	95.1
nor3_1	26	130
o21ai_0	34	170
nor2_1	119	447
edfxtp_1	141	4230
## worst max-delay path by stage
stage | startpoint | endpoint | slack (ps) | cells after the start
CTS | ctrl_s_axi_awaddr[2] | addra[12] | 5950 | 9
global route | ctrl_s_axi_awaddr[2] | addra[12] | 5750 | 9
finish | ctrl_s_axi_awaddr[2] | addra[12] | 5910 | 9
## cells by family after synthesis
group / after synthesis / synth area share
simple gates: 477 / 0.177
other cells: 2 / 0.000606
xor+xnor: 27 / 0.0191
fa+ha+maj: 5 / 0.00505
mux: 38 / 0.0631
flops: 269 / 0.549
buf+inv: 140 / 0.0462
compound gates: 273 / 0.140
Power and IR drop assume default switching activity.
